File: flow/run.sh
#!/bin/bash
# OpenROAD 26Q1-2900-gdf79404cd8, Yosys 0.63+post, stock flow scripts
make -C /OpenROAD-flow-scripts/flow DESIGN_CONFIG=/design/flow/config.mk WORK_HOME=/design/flow/orfs finish
File: flow/config.mk
export PLATFORM = sky130hd
export DESIGN_NAME = ALSU
export DESIGN_NICKNAME = ALSU
export VERILOG_FILES = /design/flow/design.v
export SDC_FILE = /design/flow/constraint.sdc
export NUM_CORES = 4
export LEC_CHECK = 1
export CORE_UTILIZATION = 40
File: flow/constraint.sdc
current_design ALSU

set clk_period 3.3
set clk_io_pct 0.2

create_clock -name clk0 -period $clk_period [get_ports {clk}]

set non_clock_inputs [all_inputs -no_clocks]
set_input_delay [expr $clk_period * $clk_io_pct] -clock clk0 $non_clock_inputs
set_output_delay [expr $clk_period * $clk_io_pct] -clock clk0 [all_outputs]
File: flow/design.v
interface alsu_inter(clk);
    input clk;
    logic rst, cin, red_op_A, red_op_B, bypass_A, bypass_B, direction, serial_in;
    logic [2:0] opcode;
    logic signed [2:0] A, B;
    logic [15:0] leds;
    logic signed [5:0] out;
    modport DUT (
    input clk,rst, cin, red_op_A, red_op_B, bypass_A, bypass_B, direction, serial_in,opcode,A,B,
    output leds,out
    );
endinterface  
module ALSU(A, B, cin, serial_in, red_op_A, red_op_B, opcode, bypass_A, bypass_B, clk, rst, direction, leds, out);
parameter INPUT_PRIORITY = "A";
parameter FULL_ADDER = "ON";
input clk, rst, cin, red_op_A, red_op_B, bypass_A, bypass_B, direction, serial_in;
input [2:0] opcode;
input signed [2:0] A, B;
output reg [15:0] leds;
output  reg signed [5:0] out;
reg red_op_A_reg, red_op_B_reg, bypass_A_reg, bypass_B_reg, direction_reg, serial_in_reg;
reg signed [1:0] cin_reg;
reg [2:0] opcode_reg;
reg signed [2:0] A_reg, B_reg;
wire invalid_red_op, invalid_opcode, invalid;
assign invalid_red_op = (red_op_A_reg | red_op_B_reg) & (opcode_reg[1] | opcode_reg[2]);
assign invalid_opcode = opcode_reg[1] & opcode_reg[2];
assign invalid = invalid_red_op | invalid_opcode;
always @(posedge clk or posedge rst) begin
  if(rst) begin
     cin_reg <= 0;
     red_op_B_reg <= 0;
     red_op_A_reg <= 0;
     bypass_B_reg <= 0;
     bypass_A_reg <= 0;
     direction_reg <= 0;
     serial_in_reg <= 0;
     opcode_reg <= 0;
     A_reg <= 0;
     B_reg <= 0;
  end else begin
     cin_reg <= cin;
     red_op_B_reg <= red_op_B;
     red_op_A_reg <= red_op_A;
     bypass_B_reg <= bypass_B;
     bypass_A_reg <= bypass_A;
     direction_reg <= direction;
     serial_in_reg <= serial_in;
     opcode_reg <= opcode;
     A_reg <= A;
     B_reg <= B;
  end
end
always @(posedge clk or posedge rst) begin
  if(rst) begin
     leds <= 0;
  end else begin
      if (invalid)
        leds <= ~leds;
      else
        leds <= 0;
  end
end
always @(posedge clk or posedge rst) begin
  if(rst) begin
    out <= 0;
  end
  else begin
     if (bypass_A_reg && bypass_B_reg)
      out <= (INPUT_PRIORITY == "A")? A_reg: B_reg;
    else if (bypass_A_reg)
      out <= A_reg;
    else if (bypass_B_reg)
      out <= B_reg;
    else if (invalid) 
        out <= 0;
    else begin
        case (opcode_reg) 
          3'h0: begin 
            if (red_op_A_reg && red_op_B_reg)
              out = (INPUT_PRIORITY == "A")? |A_reg: |B_reg;  
            else if (red_op_A_reg) 
              out <= |A_reg;
            else if (red_op_B_reg)
              out <= |B_reg;
            else 
              out <= A_reg | B_reg;
          end
          3'h1: begin
            if (red_op_A_reg && red_op_B_reg)
              out <= (INPUT_PRIORITY == "A")? ^A_reg: ^B_reg; 
            else if (red_op_A_reg) 
              out <= ^A_reg;
            else if (red_op_B_reg)
              out <= ^B_reg;
            else 
              out <= A_reg ^ B_reg;
          end
          3'h2: out <= (FULL_ADDER=="ON")?A_reg + B_reg+cin_reg:A_reg+B_reg;  
          3'h3: out <= A_reg * B_reg;
          3'h4: begin
            if (direction_reg)
              out <= {out[4:0], serial_in_reg};
            else
              out <= {serial_in_reg, out[5:1]};
          end
          3'h5: begin
            if (direction_reg)
              out <= {out[4:0], out[5]};
            else
              out <= {out[0], out[5:1]};
          end
          default : out<=0;  
        endcase
    end 
  end
end
endmodule
==> flow_summary.yaml <==
# flow metrics
detailed_routing:
  wire_per_inst_um: 13.1
  postRouteWirelength_um: 3840
  vias_per_cell: 4.90
  drt-initial-drc-count: 67
  ant_nets: 0
  drc: 0
  dr_total_vias: 1436
  antenna_cells: 0
  dr.pass1.iters: 4
floorplan:
  die_area_sq_um: 5270
  core_area_sq_um: 4750
  die_width_um: 72.6
  io_pins: 40
  chipHeight_um: 72.6
  initial_core_util_pct: 41.9
  num_rows: 25
logic_synthesis:
  syn_area_per_cell_sq_um: 11.3
  simple_gate_share_pct: 12.8
  ff_type: "dfrtp_1"
  ys_top_logic_family: "adder cells"
  common_cells: "dfrtp_1 (38), nor2_1 (26), inv_1 (16), ha_1 (14)"
  yosysTopAreaCellShare_pct: 47.7
  synth.distinct_cells: 45
  synthCells: 176
  ys_sh_aoi_pct: 11.7
  ys_ff: 38
  yosys_warnings: 1
  muxShareOfSynthArea_pct: 4.65
  synth-edff-count: 0
  post-synth-top-count-cell: "dfrtp_1"
  ys_area_sq_um: 1990
  ys_cells: 176
  area_leaders: "dfrtp_1 (48%), ha_1 (8.8%), fa_1 (8.0%), nor2_1 (4.9%), mux2i_1 (3.5%)"
  synth_area_sq_um: 1990
  adder_share_pct: 16.8
  xor_share_pct: 2.45
  synth_seq_share_pct: 47.7
  synthArstFlopShare_pct: 100
  post-synth-top-area-cell: "dfrtp_1"
clock_tree:
  path_clk_slew_ns: 0.07
  cts_made_buffers: 5
  clockBufferDepth: 2
  cts.sinks: 38
  cts_tree: "built"
  cts_hold_buf: 0
  cts-root-buf: "clkbuf_8"
  clk_latency_ns: 0.28
  htreeDepth: 2
timing:
  finalSetupTns_ns: 0
  final_hold_viol_count: 0
  finalWorstSetupSlack_ns: 0.166
  rsz0062_at_grt: "no"
  fin_worst_skew_ns: 0.00381
  slew_headroom_pct: 50.7
  timing_max_transition_violations_final: 0
  setup_viol: 0
  fin_crit_sh_pct: 95.0
  worstMarginPinSlew_ns: 0.738
  max_freq_mhz: 319
  period_minus_slack_ns: 3.13
critical_path:
  crit_path_max_fanout: 5
  worst-setup-path-type: "flop to flop"
  crit_path_end_kind: "flop"
  critPathArrivalTime_ns: 3.33
  crit_required_ns: 3.50
  start_kind: "flop"
outcome:
  outcome: "complete, no violations"
layout:
  final-comb-area_sq_um: 967
  fillCellCount: 409
  fin_area_sq_um: 2610
  seq_area_sq_um: 952
  drive_above_1_share_pct: 11.5
  largest-register: "leds"
  largest_registers: "leds (16), out (6)"
  syn_to_final_growth_pct: 31.1
  largest_reg_flops: 16
  fin_util_pct: 55.0
placed_design:
  globalplace.congestion: 0.931
  hpwlAfterDp_um: 2980
  dpl_cell_area_sq_um: 2510
  io_buffers: 39
  pre_cts_slack_ns: 0.168
power:
  peakVddDrop_mv: 0.259
  powerDensity_nw_per_um2: 422
  p_leak_nw: 1.18
global_routing:
  antenna_found_initial: 0
  grt_first_pass_wirelength_um: 6640
  gr-usage-all-layers_pct: 16.9
  grt_pass1_vias: 1452
  grt_overflow: 0
  grt_max_degree: 21
hold_path:
  min_path_type: "flop to flop"
flow_run:
  maxCapViolations: 0
  warnings: 31
## placed cells by master (no fill, tap or decap), types with 2 or more instances in the layout
cell type        Yosys  routed
a21oi_1              6       6
o22ai_1              2       2
a211oi_1             5       5
o21ai_1              2       2
xnor2_1              2       2
nor2b_1              2       2
o31ai_1              3       3
clkdlybuf4s50_1      0      39
a31oi_1              3       3
mux2i_1              7       7
dfrtp_1             38      37
clkbuf_8             0       6
inv_1               16      15
nand2_1              8       7
nor2_1              26      26
or2_1                2       2
fa_1                 8       8
buf_4                0       6
mux2_2               2       2
ha_1                14      14
or2_2                2       2
## path summary, 6_finish.rpt
kind,slack (ns),depth (start not counted),endpoint,from
worst max-delay path,0.17,11,out[5],B_reg[1]
worst min-delay path,0.42,1,leds[11],leds[11]
worst max register to register,0.17,11,out[5],B_reg[1]
worst min register to register,0.42,1,leds[11],leds[11]
max in group asynchronous,1.94,3,B_reg[2],rst
min in group asynchronous,0.80,2,leds[9],rst
## critical path, stage by stage, from the launching register on
cell	delay (ns)
dfrtp_1	0.44
ha_1	0.23
inv_1	0.07
fa_1	0.43
fa_1	0.40
inv_1	0.06
ha_1	0.15
fa_1	0.16
xnor3_1	0.39
xnor2_1	0.13
or3b_1	0.38
a221oi_2	0.21
## metrics by stage
stage	std cells	hold slack [ns]	total power [mW]
global route	293	0.434	1.17
CTS	293	0.422	1.12
global placement	285	0.414	0.788
detailed placement	285	0.412	0.790
floorplan	176	0.378	0.661
finish	293	0.421	1.10
## area by class of cell
class | instances | share of cell area (%)
Timing Repair Buffer | 46 | 17.4
Multi-Input combinational cell | 118 | 37.0
Clock buffer | 6 | 3.16
Inverter | 16 | 2.30
Sequential cell | 38 | 36.4
Clock inverter | 2 | 0.479
Tap cell | 67 | 3.21
## routing by layer
| layer | vias to the layer above | global-route usage (%) | share of wire, % |
|---|---|---|---|
| met5 | - | 0 | 0 |
| met4 | 0 | 1.74 | 0.94 |
| met3 | 5 | 3.50 | 5.3 |
| met2 | 38 | 26.1 | 47 |
| met1 | 703 | 27.1 | 47 |
| li1 | 690 | - | - |
## kinds of logic after synthesis
kind of cell	Yosys count
AND/OR/NAND/NOR	51
XOR/XNOR	4
flip-flops	38
adder cells (fa/ha/maj)	22
multiplexers	9
AND-OR/OR-AND	32
buffers and inverters	20
## power by group
| group | switching (mW) | internal, mW | total, mW | leakage (nW) |
|---|---|---|---|---|
| Combinational | 0.0897 | 0.145 | 0.235 | 0.685 |
| Clock | 0.156 | 0.168 | 0.324 | 0.0472 |
| Sequential | 0.0362 | 0.508 | 0.545 | 0.452 |
| Total | 0.282 | 0.821 | 1.10 | 1.18 |
## what timing repair did
action,in CTS,in global routing
setup endpoints to repair,0,1
resized,0,3
endpoints found under the hold margin,0,0
setup buffers,0,0
Power is estimated from default activity; no workload was simulated.
